==> design.v <==
package light_package;
typedef enum logic[1:0] {red,yellow,green} colors;
endpackage
module alarm(
  input[6:0]   tmin,
               amin,
			   thrs,
			   ahrs,
  input en,						 
  output logic buzz
);
  always_comb
    buzz = tmin==amin && thrs==ahrs && en;
endmodule
module ct_mod_N #(parameter N=60)(
  input clk, rst, 
        en,			  
  output logic[6:0] ct_out,
  output logic      z);
  always_ff @(posedge clk)	 begin :clk_loop
    if(rst)	begin :reset_loop
	  ct_out <= 0;
	end			  :reset_loop
	else if(en)	begin
	  ct_out <= (ct_out+1)%N;	   
    end
  end	  :clk_loop
  always_comb begin z = ct_out==(N-1); end   
endmodule
module lcd_int(
  input[6:0] bin_in,
  output logic [6:0] Segment1,
                     Segment0);
  logic[3:0] bin0;
  assign bin0 = bin_in % 10;   
  logic[3:0] bin1;
  assign bin1 = bin_in/10;
  always_comb case(bin0) 
    4'b0000 : Segment0 = 7'h7E;
    4'b0001 : Segment0 = 7'h30;
    4'b0010 : Segment0 = 7'h6D;				  
    4'b0011 : Segment0 = 7'h79;				  
    4'b0100 : Segment0 = 7'h33;          	  
    4'b0101 : Segment0 = 7'h5B;
    4'b0110 : Segment0 = 7'h5F;
    4'b0111 : Segment0 = 7'h70;
    4'b1000 : Segment0 = 7'h7F;
    4'b1001 : Segment0 = 7'h7B;
	default : Segment0 = 7'h00;
  endcase
    always_comb case(bin1) 
    4'b0000 : Segment1 = 7'h7E;
    4'b0001 : Segment1 = 7'h30;
    4'b0010 : Segment1 = 7'h6D;
    4'b0011 : Segment1 = 7'h79;
    4'b0100 : Segment1 = 7'h33;          
    4'b0101 : Segment1 = 7'h5B;
    4'b0110 : Segment1 = 7'h5F;
    4'b0111 : Segment1 = 7'h70;
    4'b1000 : Segment1 = 7'h7F;
    4'b1001 : Segment1 = 7'h7B;
	default : Segment1 = 7'h00;
  endcase
endmodule
module struct_diag #(parameter NS=60, NH=24)(
  input Reset,
        Timeset, 	   
        Alarmset,	   
		Minadv,
		Hrsadv,
		Alarmon,
		Pulse,		   
  output [6:0] S1disp, S0disp, 	    
               M1disp, M0disp, 
               H1disp, H0disp,
  output logic Buzz);	            
  logic[6:0] TSec, TMin, THrs,      
             AMin, AHrs;		    
  logic[6:0] Min, Hrs;
  logic Szero, Mzero, Hzero, 	    
        TMen, THen, AMen, AHen; 
always_comb begin
TMen = Szero || (Timeset&&Minadv);
THen = (Mzero&&Szero) || (Timeset&&Hrsadv);
AMen = Minadv && Alarmset;
AHen = Hrsadv && Alarmset;
end
  ct_mod_N #(.N(NS)) Sct(
    .clk(Pulse), .rst(Reset), .en(!Timeset), 
    .ct_out(TSec), .z(Szero)
    );
  ct_mod_N #(.N(NS)) Mct(
    .clk(Pulse), .rst(Reset), .en(TMen), .ct_out(TMin), .z(Mzero)
    );
  ct_mod_N #(.N(NH)) Hct(
	.clk(Pulse), .rst(Reset), .en(THen), .ct_out(THrs), .z(Hzero)
    );
  ct_mod_N #(.N(NS)) Mreg(
    .clk(Pulse), .rst(Reset), .en(AMen), 
    .ct_out(AMin), .z()
    ); 
  ct_mod_N #(.N(NH)) Hreg(
    .clk(Pulse), .rst(Reset), .en(AHen), .ct_out(AHrs), .z()
    ); 
  lcd_int Sdisp(
    .bin_in    (TSec)  ,
	.Segment1  (S1disp),
	.Segment0  (S0disp)
	);
  lcd_int Mdisp(
    .bin_in    (Alarmset?AMin:TMin),
	.Segment1  (M1disp),
	.Segment0  (M0disp)
	);
  lcd_int Hdisp(
    .bin_in    (Alarmset?AHrs:THrs),
	.Segment1  (H1disp),
	.Segment0  (H0disp)
	);
  alarm a1(
    .tmin(TMin), .amin(AMin), .thrs(THrs), .ahrs(AHrs), .en(Alarmon), .buzz(Buzz)
	);
endmodule
==> run.sh <==
#!/bin/bash
# OpenROAD 26Q1-2900-gdf79404cd8, Yosys 0.63+post, stock flow scripts
make -C /OpenROAD-flow-scripts/flow DESIGN_CONFIG=/design/flow/config.mk WORK_HOME=/design/flow/orfs finish
==> config.mk <==
export PLATFORM = sky130hd
export DESIGN_NAME = struct_diag
export DESIGN_NICKNAME = struct_diag
export VERILOG_FILES = /design/flow/design.v
export SDC_FILE = /design/flow/constraint.sdc
export NUM_CORES = 4
export LEC_CHECK = 1
export CORE_UTILIZATION = 40
==> constraint.sdc <==
current_design struct_diag

set clk_period 7.0
set clk_io_pct 0.2

create_clock -name clk0 -period $clk_period [get_ports {Pulse}]

set non_clock_inputs [all_inputs -no_clocks]
set_input_delay [expr $clk_period * $clk_io_pct] -clock clk0 $non_clock_inputs
set_output_delay [expr $clk_period * $clk_io_pct] -clock clk0 [all_outputs]
==> impl_metrics.py <==
# Metrics from the implementation run
metrics = {
    "run_status": {
        "outcome": "finished clean",
    },
    "die": {
        "dieArea_um2": 15220,
        "initial_utilization_pct": 41.64,
        "die_h_um": 123.4,
        "io_pins": 50,
        "die_w_um": 123.4,
        "rows": 43,
        "coreArea_um2": 14150,
    },
    "final_layout": {
        "syn2layout_area_growth_pct": 19.86,
        "final_util_pct": 49.91,
        "fill_cells": 1338,
        "final-comb-area_um2": 4975,
        "drive_above_1_share_pct": 11.74,
        "area.sequential_um2": 700.7,
    },
    "detailed_routing": {
        "viasPerCell": 5.788,
        "drc": 0,
        "wl_per_cell_um": 13.97,
        "diodes": 0,
        "ant_nets": 0,
        "firstDrtPassIters": 6,
        "dr_total_vias": 6118,
        "totalWireLength_um": 14770,
        "drt_iter0_markers": 350,
    },
    "synth": {
        "syn_area_um2": 5892,
        "synth_top_area_share_pct": 11.89,
        "synth-edff-count": 0,
        "yosys_area_um2": 5892,
        "yosys_cells": 828,
        "avgSynthCellArea_um2": 7.116,
        "synthArstFlopShare_pct": 0,
        "synthFlopType": "dfxtp_1",
        "most_common_cell": "nor2_1",
        "yosys_warnings": 5,
        "ys_types": 81,
        "top_cells_by_area": "dfxtp_1 (12%), ha_1 (12%), xnor2_1 (6.4%)",
        "ys_seq_share_pct": 11.89,
        "ys_seq_elements": 35,
        "top_cells_by_count": "nor2_1 (84), nand2_1 (73), a21oi_1 (59), ha_1 (56), o21ai_0 (53)",
        "synthCells": 828,
        "yosysTopAreaCell": "dfxtp_1",
    },
    "pwr": {
        "cellLeakagePower_nw": 2.763,
        "power.share.clock_pct": 35.5,
        "seq_power_share_pct": 31.3,
        "intPower_mw": 0.5060,
        "comb_power_share_pct": 33.2,
        "cellPowerDensity_nw_per_um2": 101.3,
        "vdd_ir_drop_max_mv": 0.07965,
        "power.switching_mw": 0.2096,
        "swShare_pct": 29.29,
    },
    "global_route": {
        "grt_max_degree": 36,
        "antenna_found_initial": 0,
        "grt_pass1_vias": 5103,
        "grt.total_usage_pct": 19.13,
        "grt_pass1_wl_um": 24050,
        "gr-total-overflow": 0,
    },
    "clocking": {
        "ctsHoldBuffers": 0,
        "cts_sinks": 35,
        "h-tree-depth": 2,
        "root_buffer": "clkbuf_16",
        "numCtsBuffers": 5,
        "cts_tree": "done",
        "clkTransAtPathRegs_ps": 60,
        "insertion_delay_ps": 280,
        "clockBufferDepth": 2,
    },
    "timing": {
        "setup_viol": 0,
        "min_period_over_period_pct": 96.10,
        "tns_ps": 0,
        "finalClockSkew_ps": 4.077,
        "rsz0062_at_grt": "no",
        "maxSlewHeadroom_pct": 37.20,
        "whs_ps": 565.0,
        "worst_slew_pin_slew_ps": 930.2,
        "hold_viol": 0,
        "clock.fmax_ghz": 0.1486,
        "drv_slew": 0,
        "post-route-min-period_ps": 6727,
    },
    "worst_setup_path": {
        "critical_path.max_stage_delay_ps": 480,
        "critPathLaunchType": "input pin",
        "crit_type": "in2out",
        "path_max_fanout": 15,
        "crit_path_cell_trace": "buf_6 -> buf_12 -> nor3b_1 -> a31oi_1 -> o221ai_2 -> inv_1 -> ha_1 -> nor2_1 -> a222oi_1 -> o211a_2 -> buf_12 -> o311ai_4 -> buf_4 -> o2111ai_4 -> xnor2_4 -> inv_1 -> ha_1 -> mux2_2 -> o22ai_1 -> clkdlybuf4s50_1",
        "crit_required_ps": 5600,
        "cp.arrival_ps": 5330,
        "endpoint_kind": "primary output",
        "critPathSlowestCell": "clkdlybuf4s50_1",
    },
    "job": {
        "warnings": 61,
        "drv_cap": 0,
    },
    "placed_design": {
        "hpwl_um": 10960,
        "place.gp.congestion": 0.9060,
        "place.port_buffers": 49,
    },
    "min_path": {
        "min_path_type": "reg2reg",
    },
}
state kept, by name (all words and copies together), names as in the netlist:
register     flops
Hct.ct_out       7
Hreg.ct_out      7
Mct.ct_out       7
Sct.ct_out       7
Mreg.ct_out      7
metal layers:
metal	up-vias	routed length [µm]	track usage, %
met5	-	0	0
met4	0	177	1.581
met3	15	491	0.8004
met2	161	6610	31.25
met1	2822	7489	29.16
li1	3120	-	-
worst max-delay path, delay by kind of cell:
family / cells / cell delay, ps
adders and majority gates: 2 / 410
xor gates and xnor gates: 1 / 170
AOI/OAI and AO/OA: 7 / 1610
buffers and inverters: 7 / 1340
and+or+nand+nor: 2 / 130
muxes: 1 / 270
cells by family (layout without fill, tap and decap cells):
family	count (synthesis)	count (layout)	synth area share (%)
fa+ha+maj	59	59	12.40
compound gates	242	242	27.80
buf+inv	87	136	5.904
mux	44	44	7.857
xor+xnor	62	62	9.344
simple gates	299	299	24.80
flops	35	35	11.89
power by group through the flow:
stage     registers, mW  clock network [mW]  logic, mW
4_1_cts           0.224               0.261      0.227
5_1_grt           0.226               0.267      0.265
6_report          0.224               0.254      0.238
layout by cell type, fill, tap and decap left out, types with 6 or more instances in the layout:
| master | synthesis | routed |
|---|---|---|
| a21oi_1 | 59 | 59 |
| nand2_1 | 73 | 72 |
| nor2b_1 | 7 | 7 |
| mux2i_1 | 32 | 29 |
| o21ai_0 | 53 | 52 |
| o211ai_1 | 11 | 11 |
| clkdlybuf4s50_1 | 0 | 48 |
| inv_1 | 33 | 33 |
| or3_1 | 7 | 7 |
| dfxtp_1 | 35 | 35 |
| xnor2_1 | 43 | 42 |
| a211oi_1 | 12 | 11 |
| nor3_1 | 17 | 14 |
| and3_1 | 9 | 9 |
| clkbuf_16 | 0 | 6 |
| xor2_1 | 18 | 17 |
| nand2b_1 | 18 | 18 |
| o22ai_1 | 14 | 14 |
| nand3_1 | 34 | 34 |
| a31oi_1 | 15 | 14 |
| ha_1 | 56 | 55 |
| mux2_2 | 8 | 8 |
| a311oi_1 | 6 | 6 |
| buf_4 | 2 | 40 |
| a21o_1 | 6 | 6 |
| nor2_1 | 84 | 84 |
| nand4_1 | 11 | 11 |
| and2_1 | 7 | 6 |
final cells by class:
cell class                      instances  area share, %
Tap cell                              180          3.189
Multi-Input combinational cell        706          70.45
Clock buffer                            5          1.772
Inverter                               36          1.914
Sequential cell                        35          9.922
Timing Repair Buffer                   92          12.14
Clock inverter                          3         0.6201
worst paths after layout:
check                                    start              to  slack, ps  cells past startpoint
worst min-delay path            Hreg.ct_out[1]  Hreg.ct_out[1]        570                      2
worst max-delay path                  Alarmset       M0disp[6]        270                     20
worst min register to register  Hreg.ct_out[1]  Hreg.ct_out[1]        570                      2
worst max register to register   Mct.ct_out[0]   Mct.ct_out[4]       3830                     10
what timing repair did:
action | CTS | global route
buffers inserted | 0 | 6
pin swaps | 0 | 6
cloned | 0 | 1
endpoints found under the setup margin | 1 | 17
gates resized | 1 | 27
metrics by stage:
stage	std cells	instance area, µm²	power [mW]	worst slack, ps
after floorplan	828	5892	0.3602	296.2
after global placement	1042	6673	0.4513	47.13
after detailed placement	1042	6673	0.4522	10.30
after CTS	1050	6848	0.7114	6.315
after global routing	1057	7062	0.7577	30.53
final	1057	7062	0.7156	272.7
No activity file was given, so power comes from the tool's default toggle rates.
