==> /design/flow/design.v <==
package light_package;
typedef enum logic[1:0] {red,yellow,green} colors;
endpackage
module addsub #(parameter dw=8)		  
(
  input        [dw-1:0] dataa,
  input        [dw-1:0] datab,
  input                 add_sub,	  
  output logic [dw-1:0] result
);
  always_comb begin
    if(add_sub)
      result = dataa + datab;
    else
      result = dataa - datab;
  end
endmodule
module counter_down	#(parameter dw=8, WIDTH=7)
(
  input                 clk,
  input                 reset,
  input                 ena,
  output logic [dw-1:0] result);
  always @(posedge clk)	 begin
    if      (reset == 1) result <= WIDTH;       
    else if(ena) begin
      if(result > 0) result <= result - 1;    
    end
  end
endmodule	
module mux2 #(parameter WIDTH = 8)
 (input        [WIDTH-1:0] d0, d1, 
  input                    s, 
  output logic [WIDTH-1:0] y);
  always_comb begin
    if(s == 0) y = d0;
    else       y = d1;
  end
endmodule
module mux3 #(parameter WIDTH = 8)
  (input       [WIDTH-1:0] d0, d1, d2,
   input       [1:0]       s, 	 
   output logic[WIDTH-1:0] y);
  always_comb begin
    case(s)
      2'b00: y = d0;
      2'b01: y = d1;
      2'b10,
      2'b11: y = d2;
      default: y = '0;
    endcase
  end
endmodule
module mux5 (input        d0, d1, d2, d3, d4,
             input [2:0]  s, 
             output logic y);
  always_comb begin
    case(s)
      3'b000: y = d0;
      3'b001: y = d1;
      3'b010: y = d2;
      3'b011: y = d3;
      3'b100: y = d4;
      default: y = 0;  
    endcase
  end
endmodule
module register # (parameter N = 8)
   (input                clk,    
    input                load,
    input                clear,
    input        [N-1:0] in,
    output logic [N-1:0] out
    );
  always_ff @ (posedge clk, posedge clear)    begin
    if      (clear == 1) out <= '0;  
    else if (load  == 1) out <= in;
  end
endmodule
module register_hl # (parameter N = 16)
 (input                clk,
  input [N/2-1:0]      inh,
  input [N/2-1:0]      inl,
  input                loadh,
  input                loadl,
  input                clear,
  output logic[N-1:0]  out);
  always_ff @ (posedge clk, posedge clear) begin
    if (clear == 1) out <= 0;               
    else if (clear == 0) begin
      if (loadh == 1) out[N-1:N/2] <= inh;  
      if (loadl == 1) out[N/2-1:0] <= inl;  
    end
  end	
endmodule
module right_shift_register #(parameter WIDTH = 16)(
    input                    clk,
    input                    enable,
    input        signed [WIDTH-1:0] in,   
    input                    mode,        
    output logic signed [WIDTH-1:0] out   
);
  always @(posedge clk) begin
    if      (enable == 0) out <= out;                
    else if (mode   == 0) out <= $signed(in) >>> 1;  
    else if (mode   == 1) out <= in >> 1;            
    end
endmodule
module robs_control_unit_micro(
	input clk, reset,
	input zq, zy, zr,
	output[14:0] c,
	output logic done
	);
    wire load_incr;
    wire [4:0] upc;
    wire [22:0] uinstr;
    upcreg upc_reg(.clk, .reset, .load_incr, .upc_next(uinstr[19:15]), .upc);
    mux5 cs_mux(.d0(1'b0), .d1(zq), .d2(zr), .d3(zy), .d4(1'b1), .s(uinstr[22:20]), .y(load_incr));
    rom control_memory(.addr(upc), .data(uinstr));
	assign c = uinstr[14:0];		 
    always_latch 
      if     (reset)     done = 0;
      else if(upc == 17) done = 1;
endmodule
module robs_datapath #(parameter WIDTH = 8)
    (
	input clk, reset,
	input [WIDTH-1:0] multiplier, multiplicand,
	input[14:0]  c,
	output [WIDTH*2-1:0] product,
	output logic zq, zr
	);
	wire [WIDTH-1:0] y, a, in_x, x, in_rh, in_rl, alu_out, q;
	wire [WIDTH*2-1:0] r, sr;
	register #(.N(WIDTH)) reg_y(.clk(clk), .in(multiplicand), .out(y), .load(c[0]), .clear(1'b0));
	register #(.N(WIDTH)) reg_a(.clk, .in(r[WIDTH*2-1:WIDTH]), .out(a), .load(c[14]), .clear(c[2]));
	register #(.N(WIDTH)) reg_x(.clk, .in(in_x), .out(x), .load(c[3]), .clear(1'b0));
	register_hl reg_r(.clk(clk), .inh(in_rh), .inl(in_rl), .loadh(c[8]), .loadl(c[9]), .clear(1'b0), .out(r));
	right_shift_register #(.WIDTH(2*WIDTH)) sign_ext(.clk, .enable(c[12]), .in(r), .mode(c[11]), .out(sr)); 
	mux2 #(.WIDTH(WIDTH)) mux_x(.d0(multiplier), .d1(r[WIDTH-1:0]), .s(c[7]), .y(in_x));
	mux3 #(.WIDTH(WIDTH)) mux_rh(.d0(a), .d1(sr[WIDTH*2-1:WIDTH]), .d2(alu_out), .s(c[5:4]), .y(in_rh));
	mux2 #(.WIDTH(WIDTH)) mux_rl(.d0(x), .d1(sr[WIDTH-1:0]), .s(c[6]), .y(in_rl));
	addsub #(.dw(WIDTH)) addsub(.dataa(r[WIDTH*2-1:WIDTH]), .datab(y), .add_sub(c[10]), .result(alu_out));
	counter_down #(.dw(WIDTH),.WIDTH(WIDTH-1)) decrement8(.clk, .reset(c[1]), .ena(c[13]), .result(q));
	assign product = {a,x};			  
	always_comb begin
		if (r[0] == 0)  zr = 1; 
		else zr = 0;
		if (q[2:0] == 3'b000) zq = 1; 
		else zq = 0;
	end
endmodule
module robsmult #(parameter WIDTH = 8)
  (
  input clk,   
  input reset,
  input [WIDTH-1:0] multiplier,
  input [WIDTH-1:0] multiplicand,
  output [WIDTH*2-1:0] product,  
  output done  
  );
  wire[14:0] c;	
  wire zq, zy, zr;
  robs_control_unit_micro cu(.clk(clk), .reset, .zq, .zy, .zr, .c, .done);	
  robs_datapath #(.WIDTH(WIDTH)) dp(.clk, .reset, .multiplier, .multiplicand, .c, .product, .zq, .zr);
  assign zy = ~multiplicand[WIDTH-1];	 
endmodule
module rom(
  input       [ 4:0] addr, 
  output logic[22:0] data);
  logic  [22:0] mem[18];     
  initial begin
    for(int i=0; i<18; i++) begin
      mem[i] = '0;			 
    end
    mem[00] = 23'b00000001000000000000011;
    mem[01] = 23'b00000010000000000001100;
    mem[02] = 23'b00000011000001100000000;
    mem[03] = 23'b00101100000000000000000;
    mem[04] = 23'b01000110000000000000000;
    mem[05] = 23'b00000110000010100100000;
    mem[06] = 23'b01101001000000000000000;
    mem[07] = 23'b00001000001000000000000;
    mem[08] = 23'b10001010000000000000000;
    mem[09] = 23'b00001010001100000000000;
    mem[10] = 23'b00001011010001101010000;
    mem[11] = 23'b10000011000000000000000;
    mem[12] = 23'b01001110000000000000000;
    mem[13] = 23'b00001110000000100100000;
    mem[14] = 23'b00001111001000000000000;
    mem[15] = 23'b00010000000001101010000;
    mem[16] = 23'b00010001100000010001000;
    mem[17] = 23'b10010001000000000000000;
  end
  always_comb begin
    data = mem[00];
    if (addr < 5'b10010) data = mem[addr];
  end
endmodule
module upcreg(
  input              clk,
  input              reset,
  input              load_incr,
  input [4:0]        upc_next,
  output logic [4:0] upc);
  always_ff @ (posedge clk, posedge reset) begin
    if      (reset     == 1) upc <= '0;
    else if (load_incr == 1) upc <= upc_next;
    else if (load_incr == 0) upc <= upc + 1;
  end
endmodule    
==> /design/flow/run.sh <==
#!/bin/bash
# OpenROAD 26Q1-2900-gdf79404cd8, Yosys 0.63+post, stock flow scripts
make -C /OpenROAD-flow-scripts/flow DESIGN_CONFIG=/design/flow/config.mk WORK_HOME=/design/flow/orfs finish
==> /design/flow/config.mk <==
export PLATFORM = sky130hd
export DESIGN_NAME = robsmult
export DESIGN_NICKNAME = robsmult
export VERILOG_FILES = /design/flow/design.v
export SDC_FILE = /design/flow/constraint.sdc
export NUM_CORES = 4
export LEC_CHECK = 1
export CORE_UTILIZATION = 30
==> /design/flow/constraint.sdc <==
current_design robsmult

set clk_period 1.3
set clk_io_pct 0.2

create_clock -name clk0 -period $clk_period [get_ports {clk}]

set non_clock_inputs [all_inputs -no_clocks]
set_input_delay [expr $clk_period * $clk_io_pct] -clock clk0 $non_clock_inputs
set_output_delay [expr $clk_period * $clk_io_pct] -clock clk0 [all_outputs]
==> flow_summary.toml <==
# physical design summary
[synthesis]
synth_chip_area_um2 = 3590
synth_stat.cells = 296
synthArstFlopShare_pct = 18.6
synth-edff-count = 48
netlist_top_cells_area = "edfxtp_1, dfrtp_1, mux2_2"
synth_area_um2 = 3590
yosysTopAreaCell = "edfxtp_1"
avgSynthCellArea_um2 = 12.1
ys_ff = 70
ys.flop_type = "edfxtp_1"
yosys_warnings = 12
ys_types = 51
top_area_share_pct = 40.2
syn_inst = 296

[place]
hpwl_um = 5270
port_buffers = 34
pre_cts_slack_ns = -1.20
globalplace.congestion = 0.844

[clocking]
htree_levels = 3
clockRootBuffer = "clkbuf_16"
cts_buffer_depth = 2
ctsHoldBuffers = 0
cts_buffers = 9

[outcome]
error = "[ERROR DRT-9419] Inst _411_ not found in insts_set_"
outcome = "stopped before the end"
lastStage = "5_1_grt"

[global_routing]
grt_start_max_net_pins = 21

[floorplanning]
fp_util_pct = 31.1
io_pins = 35
die_h_um = 111
num_rows = 39
die_width_um = 111

[timing]
unclocked_pins = 1
untimed_endpoints = 2
[synthesized netlist by cell type, drive strengths merged (3+ instances only)]
cell,instances
ha,16
o21ai,10
a211oi,3
nand3,4
dfrtp,13
nor3,6
dfxtp,8
a21oi,21
nand2,25
xnor2,5
clkbuf,3
edfxtp,48
nor2,19
nand2b,7
or2,3
buf,7
a31oi,3
xor2,16
nor2b,6
inv,12
mux2,31
mux2i,8
[stage by stage]
step	utilization [%]	area [um2]	power, mW	hold WS, ns	instances
floorplan	-	3690	7.78	0.0449	296
global placement	41.9	4830	10.7	0.431	541
detailed placement	41.9	4830	10.8	0.432	541
CTS	47.8	5510	14.4	0.174	569
[cell families after synthesis]
logic type	count (synthesis)	synth area share [%]
AND/OR/NAND/NOR	80	11.3
flip-flops	69	53.7
AND-OR/OR-AND	47	8.27
multiplexers	39	12.2
buffers and inverters	22	2.82
XOR/XNOR	21	5.13
adder cells (fa/ha/maj)	17	6.14
latches	1	0.418
[repair_timing]
action	4_1_cts
setup endpoints to repair	110
gates resized	70
cloned	3
setup buffers	10
pin swaps	13
No activity file was given, so power comes from the tool's default toggle rates.
